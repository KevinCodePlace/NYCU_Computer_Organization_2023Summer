--- design/flow/run.sh ---
#!/bin/bash
# OpenROAD 26Q1-2900-gdf79404cd8, Yosys 0.63+post, stock flow scripts
make -C /OpenROAD-flow-scripts/flow DESIGN_CONFIG=/design/flow/config.mk WORK_HOME=/design/flow/orfs finish
--- design/flow/design.v ---
module Full_adder (
    carryIn,
    input1,
    input2,
    sum,
    carryOut
);
  input carryIn;
  input input1;
  input input2;
  output sum;
  output carryOut;
  wire sum;
  wire carryOut;
  wire w1, w2, w3;
  xor x1 (w1, input1, input2);
  xor x2 (sum, w1, carryIn);
  and a1 (w2, input1, input2);
  and a2 (w3, w1, carryIn);
  or o1 (carryOut, w2, w3);
endmodule
module ALU_1bit (
    a,
    b,
    invertA,
    invertB,
    operation,
    carryIn,
    less,
    result,
    carryOut
);
  input a;
  input b;
  input invertA;
  input invertB;
  input [1:0] operation;
  input carryIn;
  input less;
  output result;
  output carryOut;
  wire result;
  wire carryOut;
  MUX2to1 muxForInvertA(a, ~a, invertA, invertedA);
  MUX2to1 muxForInvertB(b, ~b, invertB, invertedB);
  wire orResult, andResult, addResult;
  or (orResult, invertedA, invertedB);  
  and (andResult, invertedA, invertedB);  
  Full_adder adder(carryIn, invertedA, invertedB, addResult, carryOut);
  MUX4to1 resultSelectMux({orResult, andResult, addResult, less}, operation, result );
endmodule
module MUX4to1(input [0:3] inputData, input [1:0] selectLine, output muxOutput );
	wire intermediateResultX, intermediateResultY;
	MUX2to1 stagetwoMux1( intermediateResultX, intermediateResultY, selectLine[1], muxOutput );
	MUX2to1 stageoneMux1( inputData[0], inputData[1], selectLine[0], intermediateResultX );
	MUX2to1 stageoneMux2( inputData[2], inputData[3], selectLine[0], intermediateResultY );
endmodule
module MUX2to1(input bit0, bit1, selectLine, output muxOutput );
    wire andResult0, andResult1;
    and (andResult0, bit0, ~selectLine),
        (andResult1, bit1, selectLine);
    or (muxOutput, andResult0, andResult1);
endmodule
module ALU31 (
    a,
    b,
    invertA,
    invertB,
    operation,
    carryIn,
    less,
    result,
    carryOut,
	set,
	overflow
);
  input a;
  input b;
  input invertA;
  input invertB;
  input [1:0] operation;
  input carryIn;
  input less;
  output result;
  output carryOut;
  output set;
  output overflow;
  wire invertedA, invertedB;
  MUX2to1 muxForInvertA(a, ~a, invertA, invertedA);
  MUX2to1 muxForInvertB(b, ~b, invertB, invertedB);
  wire orResult, andResult, addResult;
  or (orResult, invertedA, invertedB);  
  and (andResult, invertedA, invertedB);  
  Full_adder adder(carryIn, invertedA, invertedB, addResult, carryOut);
  MUX4to1 setSelectMux({addResult, 1'b0, 1'b1, addResult}, {a, b}, set );
  MUX4to1 resultSelectMux({orResult, andResult, addResult, less}, operation, result );
  wire overflowDetected;
  xor (overflowDetected, carryIn, carryOut);
  MUX4to1 overflowSelectMux({1'b0, 1'b0, overflowDetected, overflowDetected}, operation, overflow);
endmodule
module ALU (
    aluSrc1,
    aluSrc2,
    invertA,
    invertB,
    operation,
    result,
    zero,
    overflow
);
  input [32-1:0] aluSrc1;
  input [32-1:0] aluSrc2;
  input invertA;
  input invertB;
  input [2-1:0] operation;
  output [32-1:0] result;
  output zero;
  output overflow;
  wire [32-1:0] result;
  wire zero;
  wire overflow;
  wire [32:1] carryOutBits; 
  wire setResult;
  ALU_1bit firstALU( aluSrc1[0], aluSrc2[0], invertA, invertB, operation, invertB, setResult, result[0], carryOutBits[1] );
  genvar index;
  generate
	  for(index = 1; index < 31; index = index + 1)
			ALU_1bit eachALUbit( aluSrc1[index], aluSrc2[index], invertA, invertB, operation, carryOutBits[index], 1'b0, result[index], carryOutBits[index + 1] );
  endgenerate
  ALU31 finalALU( aluSrc1[31], aluSrc2[31], invertA, invertB, operation, carryOutBits[31], 1'b0 , result[31], carryOutBits[32], setResult, overflow );
  nor (zero, result[0], result[1], result[2], result[3], result[4], result[5], result[6], result[7], result[8], result[9], result[10], result[11], result[12], result[13], result[14], result[15], result[16], result[17], result[18], result[19], result[20], result[21], result[22], result[23], result[24], result[25], result[26], result[27], result[28], result[29], result[30], result[31]);
endmodule
module Shifter(leftRight, shamt, sftSrc, result);
  output [31:0] result;
  input leftRight;
  input [4:0] shamt;
  input [31:0] sftSrc ;
  wire [31:0] leftShift0, leftShift1, leftShift2, leftShift3, leftShift4;
  wire [31:0] rightShift0, rightShift1, rightShift2, rightShift3, rightShift4;
  genvar i;
  generate
    for(i = 0; i < 32; i = i + 1)
    begin
        MUX2to1 muxInstanceLeft0( sftSrc[i], i > 0 ? sftSrc[i-1] : 1'b0, shamt[0], leftShift0[i] );
        MUX2to1 muxInstanceLeft1( leftShift0[i], i > 1 ? leftShift0[i-2] : 1'b0, shamt[1], leftShift1[i] );
        MUX2to1 muxInstanceLeft2( leftShift1[i], i > 3 ? leftShift1[i-4] : 1'b0, shamt[2], leftShift2[i] );
        MUX2to1 muxInstanceLeft3( leftShift2[i], i > 7 ? leftShift2[i-8] : 1'b0, shamt[3], leftShift3[i] );
        MUX2to1 muxInstanceLeft4( leftShift3[i], i > 15 ? leftShift3[i-16] : 1'b0, shamt[4], leftShift4[i] );
        MUX2to1 muxInstanceRight0( sftSrc[i], i < 31 ? sftSrc[i+1] : 1'b0, shamt[0], rightShift0[i] );
        MUX2to1 muxInstanceRight1( rightShift0[i], i < 30 ? rightShift0[i+2] : 1'b0, shamt[1], rightShift1[i] );
        MUX2to1 muxInstanceRight2( rightShift1[i], i < 28 ? rightShift1[i+4] : 1'b0, shamt[2], rightShift2[i] );
        MUX2to1 muxInstanceRight3( rightShift2[i], i < 24 ? rightShift2[i+8] : 1'b0, shamt[3], rightShift3[i] );
        MUX2to1 muxInstanceRight4( rightShift3[i], i < 16 ? rightShift3[i+16] : 1'b0, shamt[4], rightShift4[i] );
        MUX2to1 finalMux( leftShift4[i], rightShift4[i], leftRight, result[i] );
    end
  endgenerate
endmodule
--- design/flow/constraint.sdc ---
current_design Shifter

set clk_period 3.3
set clk_io_pct 0.2

create_clock -name clk0 -period $clk_period

set non_clock_inputs [all_inputs -no_clocks]
set_input_delay [expr $clk_period * $clk_io_pct] -clock clk0 $non_clock_inputs
set_output_delay [expr $clk_period * $clk_io_pct] -clock clk0 [all_outputs]
--- design/flow/config.mk ---
export PLATFORM = sky130hd
export DESIGN_NAME = Shifter
export DESIGN_NICKNAME = Shifter
export VERILOG_FILES = /design/flow/design.v
export SDC_FILE = /design/flow/constraint.sdc
export NUM_CORES = 4
export LEC_CHECK = 1
export CORE_UTILIZATION = 50
==> Slide: Implementation Results <==
Flow Results at a Glance

Synthesis
  • Synthesized area: ~0.0038 mm2
  • Syn avg cell area: 8.46 um2
  • Post-synth cell types: 51
  • Yosys Instances: 453
  • Synth Seq Share: 0%
  • Cells after Synth: 453
  • Yosys warning tally: 0
  • YS chip area: 0.00383 mm2

Routing
  • Final ANT Viol Nets: 0
  • WL final: 17700 um
  • N_diodes: 0
  • WL/cell: 24.7 um
  • Vias: 5004
  • Initial DRT Pass Iterations: 5
  • Via/cell ratio: between 6 and 7
  • DRC viols: 0
  • DR iter-0 viols: 414

Critical path
  • Crit-path max FO: 6
  • Crit path kind: in2out
  • Worst EP required: 2.64 ns
  • Worst setup SP type: input port
  • CP arrival: between 2 and 3 ns
  • CP Capture Type: primary output

Floorplanning
  • Row cnt: 31
  • Fp_density: 52.3%
  • Core Region: around 0.0073 mm2
  • # IOs: 70
  • Die area: 0.00802 mm2
  • Die W: around 90 um
  • Die Ht: 89.5 um

Timing
  • Final setup viols: 0
  • Worst-Margin Slew: 0.521 ns
  • Hold Violations, Final: 0
  • TNS Setup: 0 ns
  • Final max-slew violation count: 0
  • Max Freq: 305 MHz
  • Fin crit share: 99.2%
  • RSZ-0062 raised after global routing: yes
  • Min Clock Period, post-route: between 3 and 4 ns
  • Rel. slew slack: 65.2%
  • Post-layout worst setup margin: 0.0248 ns

Pwr
  • Total power: 1.07 mW
  • VDD IR max: roughly 0.14 mV
  • Leak: 2.76 nW
  • PD cells: 179 mW/mm2

Finish
  • Register Area: 0 um2
  • Fill cell count: ~380
  • Layout Area Growth over Synthesis: 56.3%
  • Share of cells above drive strength 1: 54.3%
  • Clkbuf count: 0
  • Final sequential cell count: 0
  • Final Core Density: 81.7%
  • Most frequent cells in the layout: buf_4, mux4_2, mux2i_1
  • Top cell excl fill/tap: buf_4

Run
  • OpenROAD warning count: 35
  • Max-Cap Viols: 0

Place
  • Post-detail-place hpwl: 12300 um
  • GPL Wtd Cong: 1.07
  • Post-Place Setup Slack: -0.487 ns
  • IO buf count: 70

GRT
  • Vias in the first global route: ~4500
  • First-pass GRT wire length: 24900 um
  • Initial antenna violation count: 0
  • Total Routing Usage GR: 44.9%
  • GR Overflow Total: 0
  • Largest net degree at the start of global routing: 23

Outcome
  • Status: finished, final reports clean

Min path
  • Worst Hold Depth: 3
  • Min-Delay Path Class: in2out
-- cell families (layout without fill, tap and decap cells) --
family	after synthesis	in the layout	synth area share, %
muxes	129	129	51.7
buffers and inverters	79	243	13.0
and+or+nand+nor	141	141	16.7
AOI/OAI and AO/OA	104	104	18.6
-- Yosys cell counts, drive strengths merged, types with 7 or more instances --
library cell / instances / area share (%)
o211ai: 9 / 1.8
a21oi: 19 / 2.5
clkbuf: 14 / 1.4
o21ai: 17 / 2.2
mux2: 21 / 6.3
nor2: 48 / 4.7
a22oi: 7 / 1.4
buf: 62 / 11
nand2: 38 / 3.7
nand2b: 8 / 1.3
nand3: 18 / 2.4
o22ai: 13 / 2.1
nor3: 7 / 0.91
mux4: 52 / 31
mux2i: 56 / 15
-- worst max-delay path, stage by stage --
cell and delay [ns]:
buf_12 0.13, buf_12 0.14, buf_6 0.13, buf_4 0.14
mux2i_1 0.12, mux2_2 0.30, a21oi_2 0.20, a22oi_1 0.12
o221ai_1 0.17, clkdlybuf4s50_1 0.49
-- area by class of cell --
cell class	count	area, um2	area share, %
multi-input cells	374	3630	60.6
well taps	99	124	2.07
repair buffers	240	2220	37.1
inverters	3	15.0	0.251
-- final timing paths --
check	end	slack, ns	start
max	result[3]	0.02	shamt[2]
min	result[24]	1.78	shamt[3]
-- repair_timing --
| item | 4_1_cts | 5_1_grt |
|---|---|---|
| gates cloned | 5 | 1 |
| gates resized | 159 | 88 |
| setup buffers | 11 | 9 |
| pin swaps | 7 | 15 |
| hold buffers | 0 | 0 |
| endpoints found under the setup margin | 32 | 29 |
-- routing by layer --
layer / vias up / wire (um) / track usage [%]
met5: - / 0 / 3.90
met4: 0 / 547 / 9.67
met3: 62 / 2680 / 21.3
met2: 473 / 7780 / 64.9
met1: 2370 / 6660 / 63.6
li1: 2099 / - / -
-- power breakdown --
part	switching, mW	total (mW)	leakage (nW)	internal, mW
registers	0	0	0	0
clock network	0	0	0	0
logic	0.497	1.07	2.76	0.574
total	0.497	1.07	2.76	0.574
-- per-stage QoR --
step	std cells	hold slack (ns)	cell area, um2
final	716	1.78	5990
after global routing	716	1.83	5990
after CTS	706	2.10	5760
after detailed placement	691	2.10	5290
after global placement	691	2.10	5290
after floorplan	453	1.53	3830
Power is estimated from default activity; no workload was simulated.
