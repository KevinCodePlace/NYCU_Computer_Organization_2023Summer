**flow/design.v**
```verilog
module Full_adder (
    carryIn,
    input1,
    input2,
    sum,
    carryOut
);
  input carryIn;
  input input1;
  input input2;
  output sum;
  output carryOut;
  wire sum;
  wire carryOut;
  wire w1, w2, w3;
  xor x1 (w1, input1, input2);
  xor x2 (sum, w1, carryIn);
  and a1 (w2, input1, input2);
  and a2 (w3, w1, carryIn);
  or o1 (carryOut, w2, w3);
endmodule
module ALU_1bit (
    a,
    b,
    invertA,
    invertB,
    operation,
    carryIn,
    less,
    result,
    carryOut
);
  input a;
  input b;
  input invertA;
  input invertB;
  input [1:0] operation;
  input carryIn;
  input less;
  output result;
  output carryOut;
  wire result;
  wire carryOut;
  MUX2to1 muxForInvertA(a, ~a, invertA, invertedA);
  MUX2to1 muxForInvertB(b, ~b, invertB, invertedB);
  wire orResult, andResult, addResult;
  or (orResult, invertedA, invertedB);  
  and (andResult, invertedA, invertedB);  
  Full_adder adder(carryIn, invertedA, invertedB, addResult, carryOut);
  MUX4to1 resultSelectMux({orResult, andResult, addResult, less}, operation, result );
endmodule
module MUX4to1(input [0:3] inputData, input [1:0] selectLine, output muxOutput );
	wire intermediateResultX, intermediateResultY;
	MUX2to1 stagetwoMux1( intermediateResultX, intermediateResultY, selectLine[1], muxOutput );
	MUX2to1 stageoneMux1( inputData[0], inputData[1], selectLine[0], intermediateResultX );
	MUX2to1 stageoneMux2( inputData[2], inputData[3], selectLine[0], intermediateResultY );
endmodule
module MUX2to1(input bit0, bit1, selectLine, output muxOutput );
    wire andResult0, andResult1;
    and (andResult0, bit0, ~selectLine),
        (andResult1, bit1, selectLine);
    or (muxOutput, andResult0, andResult1);
endmodule
module ALU31 (
    a,
    b,
    invertA,
    invertB,
    operation,
    carryIn,
    less,
    result,
    carryOut,
	set,
	overflow
);
  input a;
  input b;
  input invertA;
  input invertB;
  input [1:0] operation;
  input carryIn;
  input less;
  output result;
  output carryOut;
  output set;
  output overflow;
  wire invertedA, invertedB;
  MUX2to1 muxForInvertA(a, ~a, invertA, invertedA);
  MUX2to1 muxForInvertB(b, ~b, invertB, invertedB);
  wire orResult, andResult, addResult;
  or (orResult, invertedA, invertedB);  
  and (andResult, invertedA, invertedB);  
  Full_adder adder(carryIn, invertedA, invertedB, addResult, carryOut);
  MUX4to1 setSelectMux({addResult, 1'b0, 1'b1, addResult}, {a, b}, set );
  MUX4to1 resultSelectMux({orResult, andResult, addResult, less}, operation, result );
  wire overflowDetected;
  xor (overflowDetected, carryIn, carryOut);
  MUX4to1 overflowSelectMux({1'b0, 1'b0, overflowDetected, overflowDetected}, operation, overflow);
endmodule
module ALU (
    aluSrc1,
    aluSrc2,
    invertA,
    invertB,
    operation,
    result,
    zero,
    overflow
);
  input [32-1:0] aluSrc1;
  input [32-1:0] aluSrc2;
  input invertA;
  input invertB;
  input [2-1:0] operation;
  output [32-1:0] result;
  output zero;
  output overflow;
  wire [32-1:0] result;
  wire zero;
  wire overflow;
  wire [32:1] carryOutBits; 
  wire setResult;
  ALU_1bit firstALU( aluSrc1[0], aluSrc2[0], invertA, invertB, operation, invertB, setResult, result[0], carryOutBits[1] );
  genvar index;
  generate
	  for(index = 1; index < 31; index = index + 1)
			ALU_1bit eachALUbit( aluSrc1[index], aluSrc2[index], invertA, invertB, operation, carryOutBits[index], 1'b0, result[index], carryOutBits[index + 1] );
  endgenerate
  ALU31 finalALU( aluSrc1[31], aluSrc2[31], invertA, invertB, operation, carryOutBits[31], 1'b0 , result[31], carryOutBits[32], setResult, overflow );
  nor (zero, result[0], result[1], result[2], result[3], result[4], result[5], result[6], result[7], result[8], result[9], result[10], result[11], result[12], result[13], result[14], result[15], result[16], result[17], result[18], result[19], result[20], result[21], result[22], result[23], result[24], result[25], result[26], result[27], result[28], result[29], result[30], result[31]);
endmodule
```
**flow/run.sh**
```bash
#!/bin/bash
# OpenROAD 26Q1-2900-gdf79404cd8, Yosys 0.63+post, stock flow scripts
make -C /OpenROAD-flow-scripts/flow DESIGN_CONFIG=/design/flow/config.mk WORK_HOME=/design/flow/orfs finish
```
**flow/config.mk**
```make
export PLATFORM = sky130hd
export DESIGN_NAME = ALU
export DESIGN_NICKNAME = ALU
export VERILOG_FILES = /design/flow/design.v
export SDC_FILE = /design/flow/constraint.sdc
export NUM_CORES = 4
export LEC_CHECK = 1
export CORE_UTILIZATION = 30
```
**flow/constraint.sdc**
```tcl
current_design ALU

set clk_period 13.5
set clk_io_pct 0.2

create_clock -name clk0 -period $clk_period

set non_clock_inputs [all_inputs -no_clocks]
set_input_delay [expr $clk_period * $clk_io_pct] -clock clk0 $non_clock_inputs
set_output_delay [expr $clk_period * $clk_io_pct] -clock clk0 [all_outputs]
```
==> impl_metrics.json <==
{
  "status": "finished with violations",
  "violations": "setup timing",
  "critPathSlowestCell": "mux4_2",
  "post_drt_via_cell_ratio": 4.17,
  "worst_hold_startpoint": "operation[1]",
  "topCellsByArea": "ha_1 (23%), fa_1 (18%), xor2_1 (17%)",
  "worst-endpoint-arrival_ps": 15290,
  "final-max-slew-violation-count": 0,
  "first_global_vias": 2802,
  "yosys-top-cells-count": "inv_1 (93), xor2_1 (66), ha_1 (64), buf_4 (33), fa_1 (31)",
  "cp_max_fo": 3,
  "yosys_warnings": 2,
  "core_rows": 38,
  "gr-usage-met2_pct": 25.5,
  "tool_warnings": 98,
  "combinationalPowerShare_pct": 100.0,
  "critical_path.max_stage_delay_ps": 470,
  "synth_seq_share_pct": 0,
  "worst-slew-pin-transition_ps": 549,
  "netlist.top_cell.by_area": "ha_1",
  "grt_pass1_wl_um": 13200,
  "power.net_switching_mw": 0.114,
  "max-slew-margin-rel_pct": 63.4,
  "worstPathRequired_ps": 10800,
  "number_of_antenna_violations_at_the_first_check_in_global_routing": 0,
  "area.growth.synth_to_final_pct": 47.8,
  "overall_power_consumption_mw": 0.282,
  "yosysMostFrequentCell": "inv_1",
  "switching_share_pct": 40.3,
  "fin_ws_ps": -4490,
  "globalRouteMet1Util_pct": 20.4,
  "drtPass1Iterations": 4,
  "final_hold_viol_count": 0,
  "max_cap_violations": 0,
  "end_kind": "output pin",
  "grt_max_degree": 36,
  "post_route_cells_drive_above_1_share_pct": 35.8,
  "netlist_instances": 386,
  "detail_route.wirelength_um": 8040,
  "dpl.hpwl_um": 6640,
  "reg_power_share_pct": 0,
  "setup.worst_path.start_class": "input port",
  "layout.clock_buffers": 0,
  "die_w_um": 109,
  "power_density_mw_per_mm2": 55.2,
  "overflow": 0,
  "grtUsageTotal_pct": 14.4,
  "period_needed_ps": 17990,
  "initial_core_util_pct": 31.4,
  "ys_cells": 386,
  "synth_largest_type_area_fraction_pct": 23.1,
  "global_placement_routability_congestion": 0.807,
  "setup_repair_after_global_routing_missed_its_margin": "true",
  "p_clk_share_pct": 0,
  "grtUsageMet3_pct": 1.51,
  "post_syn_area_per_cell_um2": 8.97,
  "total_leakage_power_nw": 2.67,
  "antenna_cells_inserted": 0,
  "critical_path_source": "invertA",
  "gr-max-usage-layer": "met2",
  "p_int_mw": 0.169,
  "setup_violations": 15,
  "pre_cts_ws_ps": -5150,
  "post_synth_num_cell_types": 28,
  "clock.fmax_ghz": 0.0556,
  "floorplan.io_pins": 102,
  "die-area_mm2": 0.0120,
  "detailroute.via_count": 2737,
  "critPathMostFrequentCell": "fa_2",
  "final_antenna_net_count": 0,
  "timing_worst_setup_path_type": "in -> out",
  "timing.final.crit_share_pct": 133,
  "area.sequential_um2": 0,
  "holdCritPathClass": "in -> out",
  "routedWlPerCell_um": 12.2,
  "core_mm2": 0.0110,
  "portBuffers": 102,
  "vertical_die_dimension_um": 109,
  "yosysChipArea_mm2": 0.00346,
  "worst_ir_drop_vdd_v": 0.0000248,
  "drc": 0,
  "drt_iter0_drc": 35,
  "seq_cells": 0,
  "syn-cell-area_mm2": 0.00346
}
[layout make-up]
type | count | area [um^2]
timing repair buffer | 181 | 1570
fill | 1032 | 5920
inverter | 93 | 349
multi-input combinational | 243 | 3020
tap | 140 | 175
[cells by family (layout without fill, tap and decap cells)]
kind of cell	count (synthesis)	in the layout	synth area share, %
AOI/OAI and AO/OA	35	35	8.42
xor gates and xnor gates	66	66	16.7
adders and majority gates	95	95	41.1
buffers and inverters	143	274	20.6
muxes	31	31	10.2
and+or+nand+nor	16	16	2.97
[routing by layer]
metal | vias to the layer above | part of all wire, %
met2 | 64 | 48
met3 | 0 | 5.3
met5 | - | 0
li1 | 1409 | -
met4 | 0 | 0
met1 | 1264 | 46
[cells in the final DEF, fill, tap and decap left out, types with 2 or more instances in the layout]
| master | instances |
|---|---|
| buf_6 | 9 |
| o21ai_2 | 2 |
| nand4_1 | 5 |
| a2bb2oi_1 | 14 |
| a2bb2oi_2 | 7 |
| inv_2 | 12 |
| mux2_4 | 11 |
| fa_2 | 30 |
| xor2_1 | 63 |
| buf_4 | 72 |
| a2bb2oi_4 | 3 |
| nand2_1 | 2 |
| clkbuf_2 | 4 |
| a22o_1 | 5 |
| buf_2 | 12 |
| xor2_2 | 2 |
| nor4_1 | 2 |
| mux2i_1 | 5 |
| mux2_2 | 14 |
| ha_1 | 64 |
| inv_1 | 81 |
| clkdlybuf4s50_1 | 81 |
[power by group through the flow]
stage | Clock (mW) | Sequential [mW] | Combinational [mW]
4_1_cts | 0 | 0 | 0.276
5_1_grt | 0 | 0 | 0.318
6_report | 0 | 0 | 0.282
[critical path: cells and delay by family]
family / cells / cell delay (ps)
buffers and inverters: 7 / 1000
AOI/OAI and AO/OA: 2 / 190
adders and majority gates: 31 / 10730
muxes: 1 / 470
xor gates and xnor gates: 1 / 160
[through the flow]
| stage | util, % | TNS [ps] | instances | hold slack (ps) | instance area (um^2) |
|---|---|---|---|---|---|
| floorplan | - | -30980 | 386 | 5750 | 3680 |
| global placement | 45.2 | -48180 | 649 | 6440 | 4990 |
| detailed placement | 45.2 | -48880 | 649 | 6430 | 4990 |
| CTS | 45.4 | -38230 | 653 | 6440 | 5010 |
| global route | 46.4 | -40950 | 657 | 6390 | 5110 |
| finish | 46.4 | -36760 | 657 | 6320 | 5110 |
[timing repair]
action                                  4_1_cts  5_1_grt
endpoints found under the setup margin       17       17
buffers inserted                              4        7
hold buffers                                  0        0
pin swaps                                     6        3
resized                                      58       27
[worst paths after layout]
path,to,slack (ps),depth (start not counted)
hold / removal,result[19],6320,6
setup / recovery,result[0],-4490,42
