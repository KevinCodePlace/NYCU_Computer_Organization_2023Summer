## design/flow/design.v

```verilog
module Data_Memory (
    clk_i,
    addr_i,
    data_i,
    MemRead_i,
    MemWrite_i,
    data_o
);
  input clk_i;
  input [31:0] addr_i;
  input [31:0] data_i;
  input MemRead_i;
  input MemWrite_i;
  output [31:0] data_o;
  reg         [31:0] data_o;
  reg         [7:0] Mem    [0:128-1];   
  integer            i;
  wire signed [31:0] memory [0:31];
  assign memory[0]  = {Mem[3], Mem[2], Mem[1], Mem[0]};
  assign memory[1]  = {Mem[7], Mem[6], Mem[5], Mem[4]};
  assign memory[2]  = {Mem[11], Mem[10], Mem[9], Mem[8]};
  assign memory[3]  = {Mem[15], Mem[14], Mem[13], Mem[12]};
  assign memory[4]  = {Mem[19], Mem[18], Mem[17], Mem[16]};
  assign memory[5]  = {Mem[23], Mem[22], Mem[21], Mem[20]};
  assign memory[6]  = {Mem[27], Mem[26], Mem[25], Mem[24]};
  assign memory[7]  = {Mem[31], Mem[30], Mem[29], Mem[28]};
  assign memory[8]  = {Mem[35], Mem[34], Mem[33], Mem[32]};
  assign memory[9]  = {Mem[39], Mem[38], Mem[37], Mem[36]};
  assign memory[10] = {Mem[43], Mem[42], Mem[41], Mem[40]};
  assign memory[11] = {Mem[47], Mem[46], Mem[45], Mem[44]};
  assign memory[12] = {Mem[51], Mem[50], Mem[49], Mem[48]};
  assign memory[13] = {Mem[55], Mem[54], Mem[53], Mem[52]};
  assign memory[14] = {Mem[59], Mem[58], Mem[57], Mem[56]};
  assign memory[15] = {Mem[63], Mem[62], Mem[61], Mem[60]};
  assign memory[16] = {Mem[67], Mem[66], Mem[65], Mem[64]};
  assign memory[17] = {Mem[71], Mem[70], Mem[69], Mem[68]};
  assign memory[18] = {Mem[75], Mem[74], Mem[73], Mem[72]};
  assign memory[19] = {Mem[79], Mem[78], Mem[77], Mem[76]};
  assign memory[20] = {Mem[83], Mem[82], Mem[81], Mem[80]};
  assign memory[21] = {Mem[87], Mem[86], Mem[85], Mem[84]};
  assign memory[22] = {Mem[91], Mem[90], Mem[89], Mem[88]};
  assign memory[23] = {Mem[95], Mem[94], Mem[93], Mem[92]};
  assign memory[24] = {Mem[99], Mem[98], Mem[97], Mem[96]};
  assign memory[25] = {Mem[103], Mem[102], Mem[101], Mem[100]};
  assign memory[26] = {Mem[107], Mem[106], Mem[105], Mem[104]};
  assign memory[27] = {Mem[111], Mem[110], Mem[109], Mem[108]};
  assign memory[28] = {Mem[115], Mem[114], Mem[113], Mem[112]};
  assign memory[29] = {Mem[119], Mem[118], Mem[117], Mem[116]};
  assign memory[30] = {Mem[123], Mem[122], Mem[121], Mem[120]};
  assign memory[31] = {Mem[127], Mem[126], Mem[125], Mem[124]};
  initial begin
    for (i = 0; i < 128; i = i + 1) Mem[i] = 8'b0;
  end
  always @(posedge clk_i) begin
    if (MemWrite_i) begin
      Mem[addr_i+3] <= data_i[31:24];
      Mem[addr_i+2] <= data_i[23:16];
      Mem[addr_i+1] <= data_i[15:8];
      Mem[addr_i]   <= data_i[7:0];
    end
  end
  always @(addr_i or MemRead_i) begin
    if (MemRead_i) data_o = {Mem[addr_i+3], Mem[addr_i+2], Mem[addr_i+1], Mem[addr_i]};
  end
endmodule
```

## design/flow/run.sh

```bash
#!/bin/bash
# OpenROAD 26Q1-2900-gdf79404cd8, Yosys 0.63+post, stock flow scripts
make -C /OpenROAD-flow-scripts/flow DESIGN_CONFIG=/design/flow/config.mk WORK_HOME=/design/flow/orfs finish
```

## design/flow/config.mk

```make
export PLATFORM = sky130hd
export DESIGN_NAME = Data_Memory
export DESIGN_NICKNAME = Data_Memory
export VERILOG_FILES = /design/flow/design.v
export SDC_FILE = /design/flow/constraint.sdc
export NUM_CORES = 4
export LEC_CHECK = 1
export CORE_UTILIZATION = 30
```

## design/flow/constraint.sdc

```tcl
current_design Data_Memory

set clk_period 17.3
set clk_io_pct 0.2

create_clock -name clk0 -period $clk_period [get_ports {clk_i}]

set non_clock_inputs [all_inputs -no_clocks]
set_input_delay [expr $clk_period * $clk_io_pct] -clock clk0 $non_clock_inputs
set_output_delay [expr $clk_period * $clk_io_pct] -clock clk0 [all_outputs]
```

==> reports/metrics.csv <==
metric,value,unit
status,finished with violations,
failed_checks,slew limit,
syn_area,0.102,sq mm
warnings,65,
final_core_util,33.2,%
grt_max_degree,128,
num_rows,213,
dp.cells,13300,
unconstrained_endpoints,64,
finalClockPeriodUsage,54.2,%
cp.arrival,9.87,ns
cts_resized,0,
top_cell_area_share,30.2,%
ys_cells,9411,
dieArea,0.341,sq mm
worst_ir_drop_vdd,0.0970,mV
end_kind,flop,
grt_pass1_wl,780,mm
unclocked_pins,32,
ant_nets,0,
vias,95100,
synth_flop_count,1056,
design.core.area,0.337,sq mm
synth_cell_types,81,
synthFlopType,edfxtp_1,
area_delta_synth_final,9.90,%
p_leak,0.0388,uW
drc,0,
drv_cap,0,
rsz0062_at_grt,false,
fin_crit,9.37,ns
cts.path.max_buffers,3,
async_flop_share,0,%
area_leaders,"edfxtp_1 (30%), mux4_2 (23%), mux2i_1 (12%)",
drive_above_1_share,27.2,%
crit_required,17.79,ns
top_cells_by_count,"mux2i_1 (1233), mux4_2 (1031), edfxtp_1 (1024)",
syn_avg_cell_area,10.8,sq um
fin_cells,13600,
hold_class,input pin to flop,
yosysMostFrequentCell,mux2i_1,
numCtsBuffers,138,
fp_util,30.2,%
drt_iter0_drc,12200,
grt_pass1_vias,89700,
antenna_found_initial,81,
slew_viol_final,1,
cp_slowest_cell,nor2_2,
cts-root-buf,clkbuf_16,
relSlewSlack,-2.08,%
edf_count,1024,
wl,587,mm
finalHoldViolations,0,
avgRoutedWirePerCell,43.1,um
final-setup-viol-count,0,
cpMostUsedCell,buf_4,
setup_slack,7.93,ns
path_cells,buf_8 -> inv_2 -> ha_2 -> buf_4 -> nor2b_4 -> buf_4 -> nand2_1 -> nor2_2 -> buf_4 -> nand2_1 -> nand3_1,
slowest_delay,0.93,ns
cp_max_fo,46,
tns,0,ns
track_usage,35.2,%
power_density,72.8,mW/mm^2
crit_type,input pin to flop,
portBuffers,73,
place_congestion,1.12,
die_w,584,um
drtPass1Iterations,7,
startpoint_type,input pin,
clk_pin_slew,0.07,ns
yosys_area,0.102,sq mm
fp.dieH,584,um
hpwl,391,mm
grt_overflow_total,0,
pre_cts_slack,7.64,ns
ys.warnings.count,1,
tritoncts,yes,
total_power,8140,uW
worst_slew_pin_slew,1.53,ns
synth.largest_area_cell,edfxtp_1,
htreeDepth,4,
clock.fmax,0.107,GHz
synth_cells,9411,
ios,99,
via_per_inst,6.98,
fillerInstances,32700,
postCtsSetupRepairBufs,0,
hold_buffers,0,
==> flip-flops by register name, indices dropped and copies added, names as in the netlist <==
signal / cells
Mem: 1024
data_o: 32
==> kinds of logic (layout without fill, tap and decap cells) <==
group	count (synthesis)	in the layout	synth area share, %
other	0	83	0
DFF	1024	1024	30.2
adders and majority gates	7	7	0.0861
xor gates and xnor gates	15	15	0.159
and+or+nand+nor	1886	1886	8.53
muxes	2786	2786	40.7
buffers and inverters	1159	770	4.79
AOI/OAI and AO/OA	2502	2502	15.0
latches	32	32	0.472
==> metal layers <==
metal / vias to the layer above / wire length, um / part of all wire (%) / GRT usage [%]
li1: 36600 / - / - / -
met1: 46500 / 180000 / 31 / 36.9
met2: 9538 / 235000 / 40 / 46.4
met3: 2332 / 116000 / 20 / 28.7
met4: 114 / 53500 / 9.1 / 24.6
met5: - / 2600 / 0.44 / 5.52
==> through the flow <==
| stage | area (sq um) | hold WS (ns) |
|---|---|---|
| 6_report | 112000 | 3.13 |
| 5_1_grt | 112000 | 3.12 |
| 4_1_cts | 112000 | 3.08 |
| 3_5_place_dp | 107000 | 3.96 |
| 3_3_place_gp | 107000 | 3.96 |
| 2_1_floorplan | 102000 | 3.95 |
==> where the power goes <==
part	switching (uW)	internal, uW	total (uW)
clock	1250	1670	2920
combinational	1590	751	2340
sequential	68.5	2810	2870
total	2910	5230	8140
==> cells in the final DEF (no fill, tap or decap), drive strengths merged, types with 41 or more instances in the layout <==
master  instances
mux4         1031
nor3           63
o21ai         595
diode          83
clkinv         52
a21oi         575
nand3         159
clkbuf        162
mux2i        1233
edfxtp       1024
or4            82
nand4          41
mux2          522
nor2          438
a21o          512
buf           494
nand2        1002
o22ai         613
==> final cells by class <==
cell class	count	area [sq um]	share of cell area, %
tap	4515	5650	5.05
antenna	83	208	0.186
multi-input combinational	7196	66000	59.1
sequential	1056	31200	27.9
inverter	6	32.5	0.0291
clock buffer	162	3590	3.21
clock inverter	75	757	0.677
timing repair buffer	527	4290	3.84
==> worst paths after layout <==
| check | cells past startpoint | startpoint | endpoint | slack [ns] |
|---|---|---|---|---|
| min | 3 | data_i[5] | Mem[107][5]$_DFFE_PP_ | 3.13 |
| max | 11 | addr_i[0] | Mem[59][2]$_DFFE_PP_ | 7.93 |
==> worst max-delay path, delay by kind of cell <==
family                   cells  cell delay (ns)
adder cells (fa/ha/maj)      1             0.89
buffers and inverters        5             2.60
AND/OR/NAND/NOR              5             2.77
Power figures rest on the tool's default switching activity, not on a simulated workload.
